**run.sh**
```bash
#!/bin/bash
# OpenROAD 26Q1-2900-gdf79404cd8, Yosys 0.63+post, stock flow scripts
make -C /OpenROAD-flow-scripts/flow DESIGN_CONFIG=/design/flow/config.mk WORK_HOME=/design/flow/orfs finish
```
**config.mk**
```make
export PLATFORM = sky130hd
export DESIGN_NAME = RGBClockDivider
export DESIGN_NICKNAME = RGBClockDivider
export VERILOG_FILES = /design/flow/design.v
export SDC_FILE = /design/flow/constraint.sdc
export NUM_CORES = 4
export LEC_CHECK = 1
export CORE_AREA = 10 10 113 113
export DIE_AREA = 0 0 123 123
```
**constraint.sdc**
```tcl
current_design RGBClockDivider

set clk_period 4.5
set clk_io_pct 0.2

create_clock -name clk0 -period $clk_period [get_ports {clk}]

set non_clock_inputs [all_inputs -no_clocks]
set_input_delay [expr $clk_period * $clk_io_pct] -clock clk0 $non_clock_inputs
set_output_delay [expr $clk_period * $clk_io_pct] -clock clk0 [all_outputs]
```
**design.v**
```verilog
`timescale 1ns / 1ps
module RGBClockDivider(input logic clk,
                       output logic SH_CP);
   logic [26:0] count, nextcount;
   logic [26:0] size; 
   initial
   begin
    size <= 27'b000000000000000000110100011;
   end
   always_ff @(posedge clk)
   begin
       if(count == size)begin
           count <= 0;
           SH_CP <= ~SH_CP;
           end
       else if(count == size / 2)begin
           count <= nextcount;
           SH_CP <= ~SH_CP;
           end
       else
           count <= nextcount;        
   end  
   always_comb
       nextcount = count + 1;
endmodule
```
==> run_results.csv <==
group,metric,value,unit
synth,async_reset_ff_frac,0,
routing,drtAntennaViolNets,0,
final_timing,finalHoldViolations,0,
pwr,p_sw_frac,0.1851,
clock_tree,cts_tree,"done",
pwr,combPwrFrac,0,
critical_path,critPathMaxStageDelay,470,ps
synth,synth_chip_area,0.001250,mm²
final_timing,worstMarginPinSlew,396.9,ps
final_timing,drv_slew,0,
clock_tree,cts_inserted_buffers,3,
floorplanning,die_height,123,µm
pwr,internal_power,0.3120,mW
clock_tree,clockBufferDepth,2,
clock_tree,root_buffer,"clkbuf_8",
clock_tree,hold_buffers,0,
floorplanning,fp-row-count,37,
final_timing,rsz0062_at_grt,"false",
grt,grt_max_degree,16,
final_timing,period_used_share,0.4422,
critical_path,endpoint_kind,"primary output",
synth,yosysUniqueCellTypes,24,
synth,syn_avg_cell_area,9.920,µm²
placed_design,gp_congestion,0.8044,
final_timing,fmax,502.5,MHz
critical_path,worstPathArrival,1090,ps
grt,gr-total-overflow,0,
critical_path,crit_fanout,2,
routing,routed_via_density,3.252,
clock_tree,h-tree-depth,1,
synth,synth-edff-count,1,
clock_tree,cts_resized,0,
grt,antenna_found_initial,0,
pwr,p_clk_frac,0.350,
floorplanning,coreArea,0.01032,mm²
routing,antennaDiodeCount,0,
final_timing,fin_crit,1990,ps
routing,num_vias,865,
grt,grt_pass1_wl,3815,µm
final_timing,setup_viol,0,
placed_design,io_buffers,1,
routing,drc,0,
pwr,max-vdd-ir-drop,131.5,µV
synth,synth-main-ff-cell,"dfxtp_1",
final_layout,layout-drive-gt1-share,0.09231,
final_timing,fin_skew,5.365,ps
routing,wirelength,2093,µm
final_layout,area_growth,17.62,%
min_path,holdCritPathClass,"register to register",
floorplanning,initCoreUtil,0.1211,
critical_path,cp_cell_sequence,"clkdlybuf4s50_1",
synth,yosys_warnings,1,
floorplanning,fp.dieW,123,µm
synth,synth_area,0.001250,mm²
clock_tree,path_clk_slew,90,ps
flow_run,openroad.warnings,26,
critical_path,worst_ep_required_time,3600,ps
floorplanning,ios,2,
pwr,power.leakage,0.5196,nW
critical_path,worst-setup-path-type,"register to primary output",
synth,synth_cells,126,
pwr,seq_power_share,0.650,
pwr,power_switching,0.07086,mW
clock_tree,postCtsSetupBuffers,0,
final_layout,post-route-util,0.1424,
grt,grt_pass1_vias,840,
routing,first_iter_violations,40,
outcome,status,"finished clean",
routing,wl_per_cell,7.868,µm
critical_path,path_delay_family,"buffers and inverters",
critical_path,cp-start-kind,"register",
synth,ys_seq_frac,0.4565,
final_timing,relSlewSlack,0.7339,
critical_path,crit_path_top_delay_cell,"clkdlybuf4s50_1",
clock_tree,clock_sinks,28,
grt,grt.total_usage,0.02989,
synth,ys.flops,28,
final_timing,fin_setup_tns,0,ps
floorplanning,die-area,0.01513,mm²
pwr,p_per_area,260.4,mW/mm²
routing,first_pass_iters,4,
clock_tree,clk_latency,270,ps
flow_run,cap_violations,0,
critical_path,critPathBufInv,1,
placed_design,place_hpwl,1527,µm
synth,yosysCellCount,126,
-- layer usage --
metal / vias up / track usage / wire (µm)
li1: 453 / - / -
met3: 2 / 0.01156 / 99
met5: - / 0 / 0
met1: 400 / 0.04274 / 1158
met2: 10 / 0.04351 / 813
met4: 0 / 0.002911 / 21
-- power by group through the flow --
stage / combinational, mW / clock [mW] / sequential, mW
global route: 0.000000268 / 0.152 / 0.249
finish: 0.000000268 / 0.134 / 0.249
CTS: 0.000000268 / 0.142 / 0.249
-- logic make-up after synthesis --
logic type	share of synthesized area
fa+ha+maj	0.02002
buf+inv	0.01902
xor+xnor	0.1752
simple gates	0.3233
flops	0.4565
compound gates	0.006008
-- stage by stage --
| step | setup slack (ps) | std cells | instance area, µm² | total power [mW] | hold WS, ps |
|---|---|---|---|---|---|
| after detailed placement | 2674 | 262 | 1425 | 0.2546 | 454.2 |
| after global routing | 2443 | 266 | 1470 | 0.4006 | 502.6 |
| after CTS | 2488 | 266 | 1470 | 0.3908 | 472.1 |
| after global placement | 2710 | 262 | 1425 | 0.2546 | 448.1 |
| final | 2510 | 266 | 1470 | 0.3829 | 471.3 |
| after floorplan | 2779 | 126 | 1250 | 0.2546 | 435.8 |
-- area by class of cell --
cell class              count  area, µm²
repair buffers              1      10.01
fillers                  1135       8853
multi-input cells          92      655.6
flip-flops and latches     28      570.5
clock buffers               4      45.04
inverters                   5      18.77
well taps                 136      170.2
-- final timing paths --
| check | slack (ps) | depth (start not counted) | to | startpoint |
|---|---|---|---|---|
| setup reg to reg | 2660 | 4 | SH_CP | count[0] |
| hold / removal | 470 | 1 | count[26] | count[26] |
| setup / recovery | 2510 | 1 | SH_CP | SH_CP |
| hold reg to reg | 470 | 1 | count[26] | count[26] |
-- cell usage after synthesis (all sizes together), types with 2 or more instances --
cell type / instances / area (µm²)
and3: 3 / 18.77
nor4: 7 / 58.81
xnor2: 12 / 105.1
nor3: 10 / 70.07
nor2: 11 / 41.29
ha: 2 / 25.02
dfxtp: 27 / 540.5
nand4: 6 / 67.56
xor2: 13 / 113.9
nand3: 13 / 65.06
nand2: 8 / 30.03
inv: 5 / 18.77
-- flip-flops by register name (all words and copies together), names as in the netlist --
signal,flops
count,27
SH_CP,1
-- placed cells by master (no fill, tap or decap), types with 2 or more instances in the layout --
master,synthesis,routed
nand3_1,13,13
xor2_1,13,13
ha_1,2,2
and3_1,3,3
nor3_1,6,6
inv_1,5,5
nor2_1,11,11
nor4_1,6,6
clkbuf_8,0,3
nand4_1,4,4
nand4_4,2,2
xnor2_1,12,12
nor3_2,4,4
dfxtp_1,27,27
nand2_1,8,8
No activity file was given, so power comes from the tool's default toggle rates.
