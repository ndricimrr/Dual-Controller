==> design.v <==
`timescale 1ns / 1ps
module SegmentDisplay( input logic clk,input logic [3:0] csWire,csWire2,des1, des2,        
                       output logic a, b, c, d, e, f, g, dp,  
                       output logic [3:0] an    
                      );
    logic [3:0] in0, in1, in2,in3;
    localparam N = 18;
    logic [N-1:0] count = {N{1'b0}};  
    always@ (posedge clk)
        count <= count + 1;
    logic [3:0]digit_val;  
    logic [3:0]digit_en;   
    always @*
    begin
        case (csWire)
            4'b0001: in0 <= csWire;
            4'b0010: in0 <= csWire;
            4'b0100: in0 <= 4'b0011;
            4'b1000: in0 <= 4'b0100;
            4'b0000 : in0 <= 4'b1001;
            default : in0 <= 4'b0000;
        endcase
         case (csWire2)
             4'b0001: in1 <= csWire2;
             4'b0010: in1 <= csWire2;
             4'b0100: in1 <= 4'b0011;
             4'b1000: in1 <= 4'b0100;
             4'b0000 : in1 <= 4'b1001;
             default:  in1 <= 4'b1000;
         endcase
         case (des1)
              4'b0001: in2 <= des1;
              4'b0010: in2 <= des1;
              4'b0100: in2 <= 4'b0011;
              4'b1000: in2 <= 4'b0100;
              4'b0000 : in2 <= 4'b1001;
              default:  in2 <= 4'b1000;
         endcase
         case (des2)
               4'b0001: in3 <= des2;
               4'b0010: in3 <= des2;
               4'b0100: in3 <= 4'b0011;
               4'b1000: in3 <= 4'b0100;
               4'b0000 : in3 <= 4'b1001;
               default:  in3 <= 4'b1000;
          endcase
    end 
    always_comb
    begin
         digit_en = 4'b1111;  
         digit_val = in0;  
         case(count[N-1:N-2])  
           2'b00 :   
            begin
             digit_val = in0;
             digit_en = 4'b1110;
            end
           2'b01:   
            begin
             digit_val = in1;
             digit_en = 4'b1101;
            end
           2'b10:   
            begin
             digit_val = in2;
             digit_en = 4'b1011;
            end
           2'b11:   
            begin
             digit_val = in3;
             digit_en = 4'b0111;
            end
         endcase
     end
    logic [6:0] sseg_LEDs; 
    always_comb
     begin 
      sseg_LEDs = 7'b1111111;  
      case(digit_val)
       4'd0 : sseg_LEDs = 7'b1000000;  
       4'd1 : sseg_LEDs = 7'b1111001;  
       4'd2 : sseg_LEDs = 7'b0100100;  
       4'd3 : sseg_LEDs = 7'b0110000;  
       4'd4 : sseg_LEDs = 7'b0011001;  
       4'd5 : sseg_LEDs = 7'b0010010;  
       4'd6 : sseg_LEDs = 7'b0000010;  
       4'd7 : sseg_LEDs = 7'b1111000;  
       4'd8 : sseg_LEDs = 7'b0000000;  
       4'd9 : sseg_LEDs = 7'b0010000;  
       default : sseg_LEDs = 7'b0111111;  
      endcase
     end
    assign an = digit_en; 
    assign {g, f, e, d, c, b, a} = sseg_LEDs; 
    assign dp = 1'b1;  
endmodule
==> run.sh <==
#!/bin/bash
# OpenROAD 26Q1-2900-gdf79404cd8, Yosys 0.63+post, stock flow scripts
make -C /OpenROAD-flow-scripts/flow DESIGN_CONFIG=/design/flow/config.mk WORK_HOME=/design/flow/orfs finish
==> config.mk <==
export PLATFORM = sky130hd
export DESIGN_NAME = SegmentDisplay
export DESIGN_NICKNAME = SegmentDisplay
export VERILOG_FILES = /design/flow/design.v
export SDC_FILE = /design/flow/constraint.sdc
export NUM_CORES = 4
export LEC_CHECK = 1
export CORE_AREA = 10 10 107 107
export DIE_AREA = 0 0 117 117
==> constraint.sdc <==
current_design SegmentDisplay

set clk_period 4.4
set clk_io_pct 0.2

create_clock -name clk0 -period $clk_period [get_ports {clk}]

set non_clock_inputs [all_inputs -no_clocks]
set_input_delay [expr $clk_period * $clk_io_pct] -clock clk0 $non_clock_inputs
set_output_delay [expr $clk_period * $clk_io_pct] -clock clk0 [all_outputs]
==> flow_summary_export.csv <==
group,metric,value,unit
clock_tree,root_buffer,"clkbuf_8",
clock_tree,cts_resized,0,
hold_path,min_to,"count[0]$_DFF_P_",
detailed_routing,dr.pass1.iters,4,
timing,holdWs,395,ps
synth,ys_top_logic_family,"simple AND/OR/NAND/NOR gates",
synth,syn-cell-area,0.00117,mm2
clock_tree,postCtsSetupRepairBufs,0,
clock_tree,cts_tree,"done",
power_and_ir_drop,leakagePower,0.553,nW
worst_setup_path,cp_data_required_time,3520,ps
timing,fin_skew,0.474,ps
synth,synthArstFlopShare,0,%
final_layout,layout_top_cells,"clkdlybuf4s50_1, dfxtp_1, xnor2_1",
final_layout,num-fill-cells,1037,
clock_tree,cts_hold_buf,0,
timing,rsz0062_at_grt,"false",
timing,hold_viol,0,
detailed_routing,route.detailed.drc,0,
clock_tree,clockBufferDepth,2,
global_routing,antenna_found_initial,0,
synth,ys_sh_mux,0,%
synth,ys_types,37,
die,floorplan.core_util,12.7,%
final_layout,final_layout_size_suffix_gt1_share,8.86,%
timing,setup_violations,0,
final_layout,top_register,"count",
global_routing,grt_first_pass_wirelength,4.28,mm
die,die-area,0.0137,mm2
detailed_routing,via_count,996,
detailed_routing,first_iter_violations,29,
global_routing,grt_start_max_net_pins,10,
worst_setup_path,rr_startpoint,"count[2]$_DFF_P_",
status,status,"finished, final reports clean",
worst_setup_path,path_max_fanout,5,
timing,worst_slack,214,ps
global_routing,grt-ovfl-total,0,
placed_design,hpwl,2.26,mm
clock_tree,cts_max_level,1,
clock_tree,path_clk_slew,60,ps
worst_setup_path,cp_common_cell,"clkdlybuf4s50_1",
placed_design,place_ws,203,ps
synth,synth_seq_share,30.9,%
global_routing,grt_pass1_vias,912,
detailed_routing,routed_wl,2.64,mm
worst_setup_path,crit_type,"input port to output port",
timing,setup_tns,0,ps
die,ios,29,
synth,yosys_cells,129,
flow_run,tool_warnings,27,
synth,synth_top_cell_by_area,"dfxtp_1",
power_and_ir_drop,ir_drop,198,uV
timing,fmax,0.239,GHz
placed_design,placement.io_buffers,27,
flow_run,maxCapViolCount,0,
hold_path,hold_path.startpoint,"count[0]$_DFF_P_",
final_layout,area_growth,38.0,%
synth,ys.flop_type,"dfxtp_1",
synth,ys_sh_adder,4.29,%
final_layout,largest_reg_flops,18,
detailed_routing,vias_per_cell,3.70,
worst_setup_path,r2r_slack,2950,ps
synth,ys_sh_simple,26.1,%
synth,synthAoiAreaFrac,16.6,%
worst_setup_path,path_cells,"clkdlybuf4s50_1, xnor2_1, or4_4, a21oi_4, nor2_2, ha_1, o32a_1, nor2_1, clkdlybuf4s50_1",
worst_setup_path,crit_path_end_kind,"output port",
synth,edf_count,0,
synth,ys_top_cells_by_area,"dfxtp_1, xnor2_1, xor2_1",
synth,ys.flops,18,
worst_setup_path,worstPathArrival,3310,ps
global_routing,grtUsageTotal,3.81,%
detailed_routing,wl_per_cell,9.83,um
power_and_ir_drop,p_per_area,214,mW/mm2
synth,synth_chip_area,0.00117,mm2
die,rows,35,
worst_setup_path,rr_endpoint,"count[15]$_DFF_P_",
synth,synthCells,129,
synth,ys_sh_xor,17.3,%
detailed_routing,diodes,0,
detailed_routing,drt.antenna.violating_nets,0,
timing,min_period_over_period,95.1,%
timing,finalMaxSlewViolations,0,
die,core,0.00920,mm2
die,die_w,117,um
synth,synth_warnings,1,
worst_setup_path,worst_r2r_path_depth,5,
placed_design,place.gp.congestion,0.763,
clock_tree,clock_latency,240,ps
clock_tree,cts_buffers,3,
final_layout,mostFrequentLayoutCell,"clkdlybuf4s50_1",
hold_path,min_path_cells,1,
hold_path,min_path_type,"flop to flop",
worst_setup_path,max_stage_delay,570,ps
final_layout,top_regs,"count x18",
worst_setup_path,cp_slowest_cell,"clkdlybuf4s50_1",
timing,period_needed,4190,ps
synth,syn_area_per_cell,9.04,um2
worst_setup_path,start_kind,"input port",
clock_tree,cts.sinks,18,
die,die_height,117,um
synth,synth_top_area_share,30.9,%
through the flow:
| stage | cells | util (%) | total power, mW | area, um2 |
|---|---|---|---|---|
| after floorplan | 129 | - | 0.197 | 1170 |
| after global placement | 266 | 17.0 | 0.240 | 1570 |
| after detailed placement | 266 | 17.0 | 0.240 | 1570 |
| after CTS | 269 | 17.5 | 0.349 | 1610 |
| after global routing | 269 | 17.5 | 0.364 | 1610 |
| final | 269 | 17.5 | 0.344 | 1610 |
cell families after synthesis:
kind of cell | Yosys count
compound gates | 21
simple gates | 50
xor+xnor | 23
flops | 18
buf+inv | 12
fa+ha+maj | 4
other cells | 1
area by class of cell:
| class | count | area (um2) | share of cell area [%] |
|---|---|---|---|
| timing repair buffer | 28 | 278 | 17.3 |
| inverter | 10 | 37.5 | 2.33 |
| sequential | 18 | 360 | 22.4 |
| tap | 111 | 139 | 8.63 |
| clock buffer | 3 | 41.3 | 2.57 |
| multi-input combinational | 99 | 753 | 46.8 |
cell usage after synthesis (all sizes together) (2+ instances only):
| library cell | n |
|---|---|
| nor2b | 2 |
| xor2 | 11 |
| ha | 4 |
| nor2 | 11 |
| xnor2 | 12 |
| nand3 | 5 |
| dfxtp | 18 |
| o32a | 2 |
| or4 | 3 |
| o2111ai | 2 |
| nor3 | 4 |
| a2111oi | 2 |
| o21ai | 8 |
| or4b | 3 |
| buf | 2 |
| nand2b | 3 |
| and4 | 2 |
| and3 | 2 |
| nand4 | 3 |
| nand2 | 8 |
| inv | 10 |
| a211oi | 2 |
worst max-delay path by stage:
stage,start,cells past startpoint,endpoint
4_1_cts,des1[1],9,d
5_1_grt,des1[1],9,d
6_report,des1[1],9,d
report_power, final:
part	total, mW	switching (mW)	internal, mW
Clock	0.108	0.0475	0.0606
Combinational	0.0734	0.0291	0.0443
Sequential	0.163	0	0.163
Total	0.344	0.0765	0.268
metal layers:
| layer | wire (um) | global-route usage [%] | vias up | share of wire, % |
|---|---|---|---|---|
| li1 | - | - | 522 | - |
| met1 | 1300 | 5.07 | 452 | 49 |
| met2 | 1150 | 6.19 | 22 | 44 |
| met3 | 186 | 1.19 | 0 | 7.0 |
| met4 | 0 | 0.247 | 0 | 0 |
| met5 | 0 | 0 | - | 0 |
critical path, delay by kind of cell:
kind / cells / cell delay, ps
buffers and inverters: 2 / 1040
AND/OR/NAND/NOR: 3 / 600
adder cells (fa/ha/maj): 1 / 300
AND-OR/OR-AND: 2 / 380
XOR/XNOR: 1 / 100
Power figures rest on the tool's default switching activity, not on a simulated workload.
