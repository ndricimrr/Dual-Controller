==> flow/design.v <==
`timescale 1ns / 1ps
module MotorController(input logic clk, on, dir,
                       output logic [3:0] out
                       );
	 logic countReached = 0;
	 int counter = 0;
	 logic [25:0] speed ;
	 initial
	 begin
	   speed <= 26'd230000;
	 end 
	 	always @ ( posedge clk ) 
		if ( counter == speed) 
		begin
            counter <= 26'b0;
            countReached <= 1'b1;
        end
		else
        begin
		    counter <= counter +1;
			countReached <= 0;			
		end
		MotorStarter motor ( countReached, ~on, dir, out );
endmodule
`timescale 1ns / 1ps
module MotorStarter(input logic clk, on, dir,  
                    output logic [3:0] out );
	 typedef enum logic [1:0] {S0,S1,S2,S3} statetype ;
     statetype state, nextState;
	 always @(posedge clk, posedge on)
       if (on) state <= S0;
       else state <= nextState;
	 always @ (*) 
		case ( state )
			S0: if (dir) nextState = S1;
				 else nextState = S3;
			S1: if (dir) nextState = S2;
				 else nextState = S0;
			S2: if (dir) nextState = S3;
				 else nextState = S1;
			S3: if (dir) nextState = S0;
				 else nextState = S2;				 
			default: nextState = S0;
		endcase
	always @ (*) 
		case (state) 
			S0: out = 4'b1010;
			S1: out = 4'b0110;
			S2: out = 4'b0101;
			S3: out = 4'b1001;
			default: out = 4'b1010;
		endcase
endmodule
==> flow/run.sh <==
#!/bin/bash
# OpenROAD 26Q1-2900-gdf79404cd8, Yosys 0.63+post, stock flow scripts
make -C /OpenROAD-flow-scripts/flow DESIGN_CONFIG=/design/flow/config.mk WORK_HOME=/design/flow/orfs finish
==> flow/config.mk <==
export PLATFORM = sky130hd
export DESIGN_NAME = MotorController
export DESIGN_NICKNAME = MotorController
export VERILOG_FILES = /design/flow/design.v
export SDC_FILE = /design/flow/constraint.sdc
export NUM_CORES = 4
export LEC_CHECK = 1
export CORE_AREA = 10 10 112 112
export DIE_AREA = 0 0 122 122
==> flow/constraint.sdc <==
current_design MotorController

set clk_period 4.5
set clk_io_pct 0.2

create_clock -name clk0 -period $clk_period [get_ports {clk}]

set non_clock_inputs [all_inputs -no_clocks]
set_input_delay [expr $clk_period * $clk_io_pct] -clock clk0 $non_clock_inputs
set_output_delay [expr $clk_period * $clk_io_pct] -clock clk0 [all_outputs]
==> results.ini <==
[sta]
rsz0062_at_grt=false
skew_ns=0.00573
untimed_endpoints=8
finalHoldWorstSlack_ns=0.471
final-max-slew-violation-count=0
timing.fmax_ghz=0.519
worstMarginPinSlew_ns=0.793
slew_headroom_pct=46.7
fin_ws_ns=2.57
hold_violations=0
setup_viol=0
unclocked_regs=4
layout_min_cycle_time_ns=1.93
fin_tns_setup_ns=0
fin_crit_sh_pct=42.8

[power_and_ir_drop]
powerDensity_nw_per_um2=273
clkPwrFrac_pct=42.4
seqPwrFrac_pct=56.9
power_switching_w=0.0000979
p_comb_share_pct=0.6
ir_drop_mv=0.126
leakagePower_nw=0.622
intPower_w=0.000415
switching_share_pct=19.1

[grt]
grt_max_degree=11
overflow=0
antenna_found_initial=0
track_usage_pct=3.38
grt_pass1_vias=972
grt_pass1_wl_um=4360

[synthesis]
synth.cellmix.simpleShare_pct=27.8
ys_top_logic_family=simple AND/OR/NAND/NOR gates
mux_share_pct=2.88
syn_avg_cell_area_um2=10.2
ys_chip_area_um2=1560
ys_ff=37
xor_area_share_pct=14.6
ys_warn_count=2
ys_seq_share_pct=48.7
synth_adder_area_share_pct=1.60
syn-cell-area_um2=1560
yosys_cells=154
synth.distinct_cells=33
syn-instance-count=154
aoi_share_pct=3.44

[floorplanning]
chipArea_um2=14900
die_h_um=122
fp_util_pct=15.3
rows=37
coreArea_um2=10200
io-pin-count=7
die_w_um=122

[final_layout]
syn_to_final_growth_pct=20.2
drive_gt1_share_pct=11.4
lay_top_cells=dfxtp_1, xnor2_1, nand3_1, nand2_1, nor2_1
layout_top_cell=dfxtp_1
fin_cells=303
final_area_um2=1880

[clock_tree]
ctsHoldBuffers=0
cts_root_buffer=clkbuf_8
htreeDepth=2
clockBufferDepth=2
clock_latency_ns=0.28
tritoncts=done
cts_resized=0
clk_pin_slew_ns=0.06
cts_buffers=5
cts_setup_buffers=0

[critical_path]
crit_type=flip-flop to flip-flop
cp_slowest_cell=nor4_2
critPathTopFamily=simple AND/OR/NAND/NOR gates
required_ns=4.67
path_buffers=0
cpPeakStageDelay_ns=0.63
worstSetupStartpointType=flip-flop
crit_path_cell_trace=ha_1, nand3_1, nor4_2, nand3_1, xnor2_1
cp-end-kind=flip-flop
cp.arrival_ns=2.09
critPathMaxFanout=7
crit_top_cell=nand3_1
worst_r2r_path_depth=5
crit_cells=5

[placement]
place_area_um2=1790
io_buffers=6
dpl.cell_count=296
dp_hpwl_um=1840
preCtsSetupSlack_ns=2.61
gp_congestion=0.810

[detailed_routing]
num_vias=1108
routed_via_density=3.66
wl_met2_um=1020
wl_per_cell_um=8.46
wirelength_um=2560
drc_errors=0
top_layer=met4
drt_iter0_markers=66
wl_met3_um=145
met1Wirelength_um=1350
diodes=0
dr.pass1.iters=4
drtAntennaViolNets=0

[flow_run]
tool_warnings=26
maxCapViolations=0

[min_path]
holdPathStages=1
min_path_type=flip-flop to flip-flop

[status]
status=complete, no violations

cells by family after synthesis:
logic type | count (synthesis)
and+or+nand+nor | 73
DFF | 37
xor gates and xnor gates | 26
AOI/OAI and AO/OA | 8
buffers and inverters | 4
muxes | 4
adders and majority gates | 2
metal layers:
layer	global-route usage, %	vias up
met5	0	-
met4	0.596	0
met3	0.892	4
met2	4.88	19
met1	5.00	513
li1	-	572
state kept, by name (all words and copies together) (netlist names):
signal,cells
countReached,1
motor.state,4
counter,32
cells in the mapped netlist:
| library cell | count | area share [%] |
|---|---|---|
| o211ai_1 | 1 | 0.48 |
| nor3_1 | 5 | 1.6 |
| dfxtp_1 | 33 | 42 |
| inv_1 | 4 | 0.96 |
| o311ai_0 | 1 | 0.56 |
| nand3_2 | 1 | 0.64 |
| nor4_1 | 3 | 1.2 |
| a21oi_1 | 3 | 0.96 |
| nand4_1 | 9 | 3.6 |
| and3_1 | 5 | 2.0 |
| dfrtp_1 | 3 | 4.8 |
| nor4b_1 | 2 | 1.1 |
| or4_1 | 1 | 0.48 |
| ha_1 | 2 | 1.6 |
| nand3_1 | 12 | 3.8 |
| nand2_1 | 12 | 2.9 |
| nor4_2 | 1 | 0.80 |
| or2_2 | 2 | 0.80 |
| xor2_1 | 6 | 3.4 |
| nor2_1 | 10 | 2.4 |
| a31o_2 | 1 | 0.56 |
| nor4_4 | 1 | 1.4 |
| o221ai_1 | 1 | 0.56 |
| nor3_2 | 1 | 0.64 |
| or3_1 | 1 | 0.40 |
| dfstp_2 | 1 | 1.7 |
| nor2b_1 | 1 | 0.40 |
| nand2b_1 | 3 | 1.2 |
| nand4_4 | 1 | 1.4 |
| and4_1 | 2 | 1.1 |
| xnor2_1 | 20 | 11 |
| mux2_2 | 4 | 2.9 |
| o21ai_0 | 1 | 0.32 |
power by group through the flow:
stage | combinational (W) | sequential (W) | clock, W
CTS | 0.00000332 | 0.000292 | 0.000223
global route | 0.00000362 | 0.000292 | 0.000238
finish | 0.00000329 | 0.000292 | 0.000218
worst paths after layout:
kind / start / slack, ns / endpoint
setup / recovery: counter[0] / 2.57 / counter[30]
hold / removal: counter[29] / 0.47 / counter[29]
setup reg to reg: counter[0] / 2.57 / counter[30]
hold reg to reg: counter[29] / 0.47 / counter[29]
area by class of cell:
cell class | count | area [um^2]
timing repair buffer | 6 | 60.1
clock buffer | 7 | 86.3
inverter | 4 | 15.0
multi-input combinational | 113 | 787
fill | 1105 | 8350
sequential | 37 | 762
tap | 136 | 170
through the flow:
step                      utilization [%]  total power (W)
final                                18.4         0.000513
after global routing                 18.4         0.000533
after CTS                            18.4         0.000518
after detailed placement             17.5         0.000302
after global placement               17.5         0.000302
after floorplan                         -         0.000299
Power and IR drop assume default switching activity.
